[run.sh]
#!/bin/bash
# OpenROAD 26Q1-2900-gdf79404cd8, Yosys 0.63+post, stock flow scripts
make -C /OpenROAD-flow-scripts/flow DESIGN_CONFIG=/design/flow/config.mk WORK_HOME=/design/flow/orfs finish
[config.mk]
export PLATFORM = sky130hd
export DESIGN_NAME = BCD_Counter
export DESIGN_NICKNAME = BCD_Counter
export VERILOG_FILES = /design/flow/design.v
export SDC_FILE = /design/flow/constraint.sdc
export NUM_CORES = 4
export LEC_CHECK = 1
export CORE_AREA = 10 10 70 70
export DIE_AREA = 0 0 80 80
[constraint.sdc]
current_design BCD_Counter

set clk_period 1.8
set clk_io_pct 0.2

create_clock -name clk0 -period $clk_period [get_ports {clk}]

set non_clock_inputs [all_inputs -no_clocks]
set_input_delay [expr $clk_period * $clk_io_pct] -clock clk0 $non_clock_inputs
set_output_delay [expr $clk_period * $clk_io_pct] -clock clk0 [all_outputs]
[design.v]
`timescale 1ns / 1ps
module BCD_Counter(clk, reset, cnt_zero, cnt_one);
  input clk, reset;
  output reg [3:0] cnt_zero;
  output reg [3:0] cnt_one;
  always @ (posedge clk or negedge reset) begin
      if(!reset) begin
          cnt_zero <= 4'b0000;
          cnt_one <= 4'b0000;
      end
      else begin
          if (cnt_zero == 4'b1001) begin
              cnt_zero <= 4'b0000;
              cnt_one <= cnt_one + 4'b0001;
          end
          else if (cnt_one == 4'b0001 && cnt_zero == 4'b0101) begin
              cnt_zero <= 4'b0000;
              cnt_one <= 4'b0000;
          end
      else
          cnt_zero <= cnt_zero + 4'b0001;            
      end
  end
endmodule
==> out/qor.yml <==
run:
  warnings: 27
  cap_violations: 0
clocking:
  post_cts_buffers: 0
  tritoncts: "yes"
  cts_made_buffers: 3
  cts_root_buf: "clkbuf_4"
  clock_path_buffers: 2
  cts_hold_buf: 0
  clock.latency.late_pin_ps: 250
  cts_max_level: 1
  clkTransAtPathRegs_ps: 60
  cts.sinks: 8
  ctsResizeCount: 0
logic_synthesis:
  avgSynthCellArea_sq_um: 12.4
  largest_area_cell: "dfrtp_1"
  synth_top_cell_by_count: "dfrtp_1"
  synth_warnings: 1
  top_cells_by_count: "8 x dfrtp_1, 4 x ha_1, 4 x nor2_1"
  synth_flops: 8
  synth.distinct_cells: 14
  ys_seq_share_pct: 50.6
  async_reset_ff_share_pct: 100
  synth-edff-count: 0
  yosysTopAreaCellShare_pct: 50.6
  ys_cells: 32
  synth_area_sq_um: 395
  syn_inst: 32
  ff_type: "dfrtp_1"
  ys_area_sq_um: 395
  area_leaders: "dfrtp_1 51%, ha_1 13%, o41ai_4 7.0%"
floorplanning:
  die_x_um: 80
  dieArea_sq_mm: 0.00640
  initial_core_util_pct: 11.6
  ioPinCount: 10
  core_sq_mm: 0.00342
  row_count: 21
  dieHeight_um: 80
grt:
  antenna_found_initial: 0
  grt_max_degree: 9
  grt_pass1_wl_um: 1330
  grt_usage_pct: 2.75
  overflow: 0
  grt_pass1_vias: 278
final_layout:
  area_growth_syn_to_layout_pct: 43.0
  instances_no_fill: 90
  fin_util_pct: 16.6
  drive_above_1_share_pct: 11.4
min_path:
  hold_path.class: "input port to async pin"
critical_path:
  start_kind: "flop"
  worst-path-buf-inv: 1
  worstPathRequired_ps: 1440
  critical_path_class: "flop to output port"
  critPathCaptureType: "output port"
  path_max_fanout: 4
  cp_data_arrival_time_ps: 1190
  cp_slowest_cell: "clkdlybuf4s50_1"
  cpPeakStageDelay_ps: 510
  crit_family: "buffers and inverters"
  path_cells: "clkdlybuf4s50_1"
drt:
  post-route-drc-count: 0
  vias_per_cell: 3.07
  n_antenna_cell: 0
  vias: 276
  drtAntennaViolNets: 0
  wire_per_inst_um: 8.97
  dr.pass1.iters: 4
  wirelength_um: 807
  drt_iter0_drc: 22
power_and_ir_drop:
  switchingPower_mw: 0.0646
  pwr-share-seq_pct: 55.7
  p_comb_share_pct: 1.6
  p_leak_nw: 0.233
  ir_drop_mv: 0.112
  fin_total_pwr_mw: 0.323
  p_sw_share_pct: 20.0
  power_density_mw_per_mm2: 571
  p_clk_share_pct: 42.7
  internal_power_mw: 0.258
place:
  place.gp.congestion: 0.669
  dp_cells: 87
  pre_cts_ws_ps: 320
  dp_hpwl_um: 645
  port_buffers: 9
timing:
  hold_viol: 0
  report.final.setup_viol: 0
  timing.final.crit_period_ps: 1550
  setup_tns_ps: 0
  worstMarginPinSlew_ps: 424
  fmax_mhz: 644
  finalCritPeriodShare_pct: 86.3
  slew_headroom_pct: 71.6
  finalMaxSlewViolations: 0
  rsz0062_at_grt: "false"
  setup_ws_ps: 246
  skew_ps: 6.41
outcome:
  outcome: "complete, no violations"
cell families (layout without fill, tap and decap cells):
| group | Yosys count | count (layout) | synth area share (%) |
|---|---|---|---|
| AND-OR/OR-AND | 2 | 2 | 8.55 |
| XOR/XNOR | 4 | 4 | 8.86 |
| adder cells (fa/ha/maj) | 4 | 4 | 12.7 |
| buffers and inverters | 3 | 15 | 2.85 |
| flip-flops | 8 | 8 | 50.6 |
| multiplexers | 1 | 1 | 2.53 |
| AND/OR/NAND/NOR | 10 | 10 | 13.9 |
metrics by stage:
step	area [sq um]	hold WS, ps
CTS	566	394
floorplan	395	64.4
global route	566	389
global placement	543	507
detailed placement	543	517
finish	566	378
registers in the layout (all words and copies together) (netlist names):
register and cells:
cnt_one 4, cnt_zero 4
per-layer routing:
metal,vias to the layer above,part of all wire [%],track usage (%)
li1,134,-,-
met1,135,43,3.59
met2,5,45,3.45
met3,2,11,1.93
met4,0,1.4,0.880
met5,-,0,0
cell usage in the layout (no fill, tap or decap):
master           n
clkdlybuf4s50_1  9
dfrtp_1          8
nor2_1           4
ha_1             4
inv_1            3
xnor2_1          3
clkbuf_4         3
nand3b_1         2
o41ai_4          1
nand3_1          1
xor2_1           1
o22ai_1          1
mux2i_1          1
and3b_2          1
nand4_1          1
nand2_1          1
worst register-to-register path: stages (launching register included):
cell,delay (ps)
dfrtp_1,400
inv_1,70
ha_1,170
inv_1,70
o41ai_4,490
o22ai_1,150
area by class of cell:
| type | count | area, sq um |
|---|---|---|
| fill | 382 | 2850 |
| inverter | 3 | 11.3 |
| clock buffer | 3 | 22.5 |
| multi-input combinational | 21 | 184 |
| sequential | 8 | 200 |
| timing repair buffer | 9 | 90.1 |
| tap | 46 | 57.6 |
power by group through the flow:
stage,combinational (mW),clock (mW),sequential [mW]
after CTS,0.00556,0.141,0.180
after global routing,0.00583,0.158,0.180
final,0.00515,0.138,0.180
worst paths after layout:
path | start | endpoint | slack (ps) | cells past startpoint
worst max-delay path | cnt_one[2]$_DFFE_PN0P_ | cnt_one[2] | 250 | 1
worst min-delay path | reset | cnt_zero[3]$_DFF_PN0_ | 380 | 1
worst max register to register | cnt_zero[1]$_DFF_PN0_ | cnt_one[1]$_DFFE_PN0P_ | 300 | 5
worst min register to register | cnt_zero[0]$_DFF_PN0_ | cnt_zero[0]$_DFF_PN0_ | 520 | 1
max in group asynchronous | reset | cnt_one[1]$_DFFE_PN0P_ | 1160 | 1
min in group clk0 | cnt_zero[0]$_DFF_PN0_ | cnt_zero[0]$_DFF_PN0_ | 520 | 1
Power and IR drop assume default switching activity.
