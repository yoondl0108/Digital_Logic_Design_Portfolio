**./design.v**
```verilog
`timescale 1ns / 1ps
module Four_Bit_Adder_Behav(x, y, s, c);
  input [3:0] x;
  input [3:0] y;
  output [3:0] s;
  output c;
  assign {c,s} = {1'b0, x} + {1'b0, y};
endmodule
```
**./run.sh**
```bash
#!/bin/bash
# OpenROAD 26Q1-2900-gdf79404cd8, Yosys 0.63+post, stock flow scripts
make -C /OpenROAD-flow-scripts/flow DESIGN_CONFIG=/design/flow/config.mk WORK_HOME=/design/flow/orfs finish
```
**./config.mk**
```make
export PLATFORM = sky130hd
export DESIGN_NAME = Four_Bit_Adder_Behav
export DESIGN_NICKNAME = Four_Bit_Adder_Behav
export VERILOG_FILES = /design/flow/design.v
export SDC_FILE = /design/flow/constraint.sdc
export NUM_CORES = 4
export LEC_CHECK = 1
export CORE_AREA = 10 10 70 70
export DIE_AREA = 0 0 80 80
```
**./constraint.sdc**
```tcl
current_design Four_Bit_Adder_Behav

set clk_period 3.2
set clk_io_pct 0.2

create_clock -name clk0 -period $clk_period

set non_clock_inputs [all_inputs -no_clocks]
set_input_delay [expr $clk_period * $clk_io_pct] -clock clk0 $non_clock_inputs
set_output_delay [expr $clk_period * $clk_io_pct] -clock clk0 [all_outputs]
```
==> results.txt <==
run results: DR iter-0 viols=2, crit path time final=3.05 ns, RSZ-0062 raised after global routing=false, critical path depth in cells=8, Commonest Layout Cell=clkdlybuf4s50_1, most instantiated logic cells after routing=clkdlybuf4s50_1, inv_1, ha_1, Placement Rows=21, Initial Utilization=3.99%, Yosys Instances=16, largest net degree at the start of global routing=4, leakage power total=0.127 nW, Max-area cell share=36.7%, Setup TNS=0 ns, core area=0.00342 mm^2, CP required=2.56 ns, tool warning count=32, placed insts=75, fin cells=75, YS warnings=0, DR vias=155, Max Freq=328 MHz, Flops=0, final hold violations=0, crit path capture type=primary output, total grt overflow=0, Arr. time, crit path=2.41 ns, Area Overhead vs Synth=141%, first-pass GRT wire length=765 um, Hold Path Class=in2out, Yosys Chip Area=136 um^2, Max VDD drop=17.7 uV, n_diodes=0, largest cells by area after synthesis=ha_1, fa_1, xnor2_1, inv_1, a21oi_2, Worst Setup Start Kind=input pin, Setup-failing EPs final=0, full die area=0.00640 mm^2, WL final=507 um, I/O pin cnt=13, Final ANT Viol Nets=0, status=completed, post-synthesis cell count=16, hold_buf cts=0, post-CTS setup buffer count=0, sequential area share after synthesis=0%, Storage cell area=0 um^2, Worst Setup SP=y[0], cell type with the largest total area=ha_1, worst path cell trace=clkdlybuf4s50_1 > ha_2 > inv_1 > fa_2 > nor2b_1 > o21ai_0 > nand2b_1 > clkdlybuf4s50_1, fin. max-slew vios=0, vias in the first global route=147, crit-path max FO=2, Worst slew margin=89.8%, Slew @ Worst Pin=0.152 ns, slowest stage delay, CP=0.47 ns, distinct lib cells=9, share of cells above drive strength 1=10.3%, pwr/cell area=143 mW/mm^2, Vias per Instance=2.07, Crit path top cell by count=clkdlybuf4s50_1, wire per inst=6.76 um, HPWL Detailed=485 um, area of the mapped netlist=136 um^2, initial antenna violation count=0, CP Class=in2out, drt pass-1 iters=2, Remaining DRCs=0, gr usage total=1.50%, GPL Wtd Cong=0.766, CP Buf/Inv Count=3, Avg Cell Area, Syn=8.52 um^2, DIE WIDTH=80 um, clock buf count=0, CP delay by family, top=buffers and inverters, crit path to=c, Max Cap Viol=0, Die H=80 um, critical path's slowest cell=clkdlybuf4s50_1, fin crit share=95.3%, input/output buffers=13
==> logic make-up after synthesis <==
group	Yosys count	synth area share (%)
AND/OR/NAND/NOR	2	9.18
adder cells (fa/ha/maj)	5	51.4
XOR/XNOR	2	12.8
AND-OR/OR-AND	3	15.6
buffers and inverters	4	11.0
==> worst min path at each step <==
stage,cells past startpoint,slack [ns],from,endpoint
finish,3,2.36,x[0],s[0]
global route,3,2.41,x[0],s[0]
CTS,3,2.35,x[0],s[0]
==> area by class of cell <==
cell class | count | area (um^2)
repair buffers | 13 | 130
well taps | 46 | 57.6
multi-input cells | 12 | 126
inverters | 4 | 15.0
fillers | 402 | 3090
==> power by group <==
group          internal (mW)  switching [mW]
sequential                 0               0
clock                      0               0
combinational         0.0340          0.0132
==> routing by layer <==
metal,wire length [um],GRT usage [%],vias to the layer above
met5,0,0,-
met4,0,0,0
met3,139,1.59,0
met2,137,1.69,11
met1,230,1.99,66
li1,-,-,78
==> repair_timing <==
item                                   in CTS  in global routing
gates resized                               0                  2
setup endpoints to repair                   0                  1
endpoints found under the hold margin       0                  0
==> through the flow <==
step	total power, mW	area [um^2]	hold WS (ns)	utilization (%)	worst slack, ns
finish	0.0472	329	2.36	9.63	0.151
floorplan	0.0151	136	1.35	-	1.13
global route	0.0532	329	2.41	9.63	0.000539
detailed placement	0.0475	324	2.34	9.49	0.0716
global placement	0.0468	324	2.33	9.49	0.0804
CTS	0.0479	324	2.35	9.49	0.0701
==> synthesized netlist by cell type, drive strengths merged <==
| cell type | count |
|---|---|
| a21o | 1 |
| a21oi | 1 |
| fa | 1 |
| ha | 4 |
| inv | 4 |
| nand2b | 1 |
| nor2b | 1 |
| o21ai | 1 |
| xnor2 | 2 |
==> worst min-delay path: stages <==
cell,delay (ns)
clkdlybuf4s50_1,0.46
ha_2,0.14
clkdlybuf4s50_1,0.47
Power and IR drop assume default switching activity.
